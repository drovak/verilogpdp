--- flow/run.sh ---
#!/bin/bash
# OpenROAD 26Q1-2900-gdf79404cd8, Yosys 0.63+post, stock flow scripts
make -C /OpenROAD-flow-scripts/flow DESIGN_CONFIG=/design/flow/config.mk WORK_HOME=/design/flow/orfs finish
--- flow/design.v ---
module uart_rx #(
	parameter CLK_FREQ = 25000000,
	parameter BAUD_RATE = 115200
)
(
	input        clk,
	input        pad,
	output [7:0] data,
	output       strobe
);
	localparam DIVISOR = CLK_FREQ / BAUD_RATE;
	reg  [7:0] rsr     = 8'h00;         
	reg  [3:0] bitcnt  = 4'h0;          
	reg  [2:0] state   = 3'b000;   
	reg [15:0] counter = 16'h0000;      
	assign data = rsr;
	reg pad_d0 = 1'b1;
	reg pad_d1 = 1'b1;
	always @(posedge clk)
	begin 
		pad_d0 <= pad;
		pad_d1 <= pad_d0;
	end 
	always @(posedge clk)
	begin 
		case (state)
		3'b000:
		begin
			if (~pad_d0 & pad_d1)  
				state <= 3'b001;
			counter <= DIVISOR - 1; 
		end  
		3'b001:
		begin
			if (counter == (DIVISOR/2))
			begin
				if (pad_d0)
					state <= 3'b000;
			end
			rsr    <= 0;
			bitcnt <= 4'h0;
			if (counter)
				counter <= counter - 1;
			else
			begin
				state   <= 3'b010;
				counter <= DIVISOR - 1;
			end
		end            
		3'b010:
		begin
			if (counter == (DIVISOR/2))
			begin
				rsr    <= { pad_d0, rsr[7:1] };
				bitcnt <= bitcnt + 1; 
			end
			if (counter)
				counter <= counter - 1;
			else
			begin
				if (bitcnt == 8)
					state <= 3'b011;
					counter <= DIVISOR - 1;
			end
		end
		3'b011:
		begin  
			if (counter == (DIVISOR/2))
			begin
				if (~pad_d0)  
					state <= 3'b000;
				else
					state <= 3'b110;
			end
			else
				counter <= counter - 1;
		end
		3'b110:
			state <= 3'b000;
		endcase
	end
	assign strobe = (state == 3'b110);
endmodule
module uart_tx #(
	parameter CLK_FREQ = 25000000,
	parameter BAUD_RATE = 115200
)
(
	input       clk,
	input [7:0] data,
	input       strobe,
	output      pad,
	output      ready
);
	localparam DIVISOR = CLK_FREQ / BAUD_RATE;
	reg        pad_d0  = 1'b1;          
	reg  [7:0] tsr     = 8'h00;         
	reg  [3:0] bitcnt  = 4'h0;          
	reg  [2:0] state   = 3'b000;   
	reg [15:0] counter = 16'h0000;      
	always @(posedge clk)
	begin
		case (state)
		3'b000:
		begin
			pad_d0 <= 1'b1;
			if (strobe)
			begin
				state   <= 3'b001;
				counter <= DIVISOR - 1;
				tsr     <= data;
				bitcnt  <= 0;
			end
		end
		3'b001:
		begin
			pad_d0 <= 1'b0;
			if (counter)
				counter <= counter - 1;
			else
			begin
				counter <= DIVISOR - 1;
				state   <= 3'b010;
			end
		end
		3'b010:
		begin
			pad_d0 <= tsr[0];
			if (counter)
				counter <= counter - 1;
			else
			begin
				counter <= DIVISOR - 1;
				tsr     <= { 1'b0, tsr[7:1] };
				bitcnt  <= bitcnt + 1;
				if (bitcnt == 7)
					state <= 3'b011;
			end
		end
		3'b011:
		begin
			pad_d0 <= 1'b1;
			if (counter)
				counter <= counter - 1;
			else
            begin
				state   <= 3'b100;
				counter <= DIVISOR - 1;
            end
		end
		3'b100:
		begin
			if (counter)
				counter <= counter - 1;
			else
            begin
				state   <= 3'b101;
				counter <= DIVISOR - 1;
            end
		end
		3'b101:
		begin
			if (counter)
				counter <= counter - 1;
			else
				state   <= 3'b000;
		end
		endcase
	end
	assign pad = pad_d0;
	assign ready = (state == 3'b000);
endmodule
--- flow/config.mk ---
export PLATFORM = sky130hd
export DESIGN_NAME = uart_tx
export DESIGN_NICKNAME = uart_tx
export VERILOG_FILES = /design/flow/design.v
export SDC_FILE = /design/flow/constraint.sdc
export NUM_CORES = 4
export LEC_CHECK = 1
export CORE_UTILIZATION = 30
--- flow/constraint.sdc ---
current_design uart_tx

set clk_period 6.6
set clk_io_pct 0.2

create_clock -name clk0 -period $clk_period [get_ports {clk}]

set non_clock_inputs [all_inputs -no_clocks]
set_input_delay [expr $clk_period * $clk_io_pct] -clock clk0 $non_clock_inputs
set_output_delay [expr $clk_period * $clk_io_pct] -clock clk0 [all_outputs]
==> Slide: Implementation Results <==
Key Metrics from the Run

Outcome
  • Status: complete, no violations

Clocking
  • Post-CTS Setup Inserts: 0
  • Latency at later pin: 270 ps
  • CTS tree: done
  • Num CTS Buffers: 5
  • Worst-path clk slew: 60 ps
  • Hold buffers post-CTS: 0
  • CTS sink count: 32
  • Post-CTS resize count: 0
  • H-tree levels: 2
  • Clock Tree Root: clkbuf_8
  • CTS max path bufs: 2

Global route
  • Pin count of the biggest net entering global routing: 17
  • Antenna violations before repair: 0
  • GRT Residual Overflow: 0
  • All-Layer GR Usage: 10.4%
  • Vias in the first global route: 1007
  • First-pass GRT wire length: 4750 um

Floorplanning
  • I/O pin total: 12
  • FP Util: 32.1%
  • Std-Cell Rows: 26
  • Die width: 76.8 um
  • Core Region: 0.00524 mm^2
  • Die Height: 76.8 um
  • DIE AREA: 0.00590 mm^2

Critical path
  • Data required, critical path: 5280 ps
  • CP Launch Type: register
  • CP arrival: 1850 ps
  • Worst R2R Setup Slack: 4410 ps
  • Register-to-Register Path Depth: 6
  • Setup crit end kind: output pin
  • RR Startpoint: counter[0]
  • Kind of critical path: reg2out
  • FF-to-FF End: counter[10]
  • CP max FO: 10

Synth
  • FF+latch count, synth: 32
  • Cells in synth_stat.txt: 135
  • Syn Inst Count: 135
  • Synthesized area per cell: 12.4 um^2
  • Post-synthesis sequential area ratio: 57.2%
  • Leading area contributor after synthesis: edfxtp_1
  • Ys async rst share: 0%
  • Yosys Chip Area: 0.00168 mm^2
  • Yosys warnings: 1
  • Post-synth EDFFs: 32
  • Dominant Register Cell: edfxtp_1
  • Area leader share: 57.2%
  • Synth Cell Area: 0.00168 mm^2
  • Distinct cell type count after synthesis: 37
  • Top cells by area: edfxtp_1, mux2_2, nor2_1

Timing
  • Final setup vio count: 0
  • PnR worst setup slack: 3430 ps
  • Slew HR: 38.3%
  • Clock period minus worst slack: 3170 ps
  • Final hold vios: 0
  • Total negative setup slack: 0 ps
  • Least-Margin Pin Slew: 923 ps
  • Final slew viol count: 0
  • RSZ-0062 raised after global routing: no
  • Period utilization: 48.0%
  • Skew final: 3.19 ps
  • Fmax: 316 MHz

Pwr
  • Switching Share: 18.0%
  • Sequential power share: 54.3%
  • Clock group share of total power: 42.1%
  • Comb pwr share: 3.5%
  • Pwr Density: 213 mW/mm^2
  • P_int: 345 uW
  • P_leak: 0.670 nW
  • Psw: 75.9 uW
  • Worst VDD drop: 0.115 mV

Cells and area
  • Fill count: 482
  • Combinational gate area: 672 um^2
  • Layout cells sized above 1: 12.6%
  • Synthesis-to-layout area growth: 17.4%
  • Register area: 961 um^2
  • Fin cells: 221

Detailed routing
  • Drt drc: 0
  • Via density: 4.56
  • 1st-iter DRT viols: 46
  • Post-Route WL: 2520 um
  • Final ANT Viol Nets: 0
  • Via count: 1007
  • Wirelength per Cell: 11.4 um
  • Ant. Diodes: 0
  • First-pass detailed-route iteration total: 4

Hold path
  • Worst Hold Path EP: tsr[3]
  • Min-Delay Path Class: reg2reg
  • Min-Delay Path Depth: 1
  • Hold_sp: tsr[4]

Place
  • GPL Wtd Cong: 0.758
  • Count of input and output buffers: 11
  • Detailed placement HPWL: 1760 um
  • Setup Slack @ Placement: 3730 ps
  • Placed insts: 213

Run
  • Tool warnings: 26
  • Max Cap Viol: 0
-- per-stage QoR --
stage | total power [mW] | utilization (%) | hold slack [ps] | instance area, um^2
finish | 0.420 | 37.6 | 554 | 1970
global route | 0.439 | 37.6 | 579 | 1970
detailed placement | 0.247 | 35.6 | 534 | 1860
CTS | 0.426 | 37.6 | 558 | 1970
floorplan | 0.240 | - | 525 | 1680
global placement | 0.247 | 35.6 | 537 | 1860
-- power by group through the flow --
stage	Clock, mW	Sequential [mW]	Combinational [mW]
5_1_grt	0.193	0.229	0.0167
6_report	0.177	0.228	0.0149
4_1_cts	0.182	0.228	0.0150
-- cell families (layout without fill, tap and decap cells) --
logic type               Yosys count  after routing  share of synthesized area [%]
AND/OR/NAND/NOR                   57             57                           20.0
AND-OR/OR-AND                     12             12                           5.81
flip-flops                        32             32                           57.2
buffers and inverters             10             26                           2.76
XOR/XNOR                          14             14                           7.30
multiplexers                       7              7                           4.69
adder cells (fa/ha/maj)            3              3                           2.24
-- synth_stat cells (all sizes together) (4+ instances only) --
| cell type | number |
|---|---|
| nor2 | 21 |
| mux2 | 7 |
| inv | 5 |
| xnor2 | 5 |
| o21ai | 4 |
| nand2 | 10 |
| xor2 | 9 |
| edfxtp | 32 |
-- state kept, by name, summed over array words and instances (netlist names) --
name	flops
tsr	8
counter	16
bitcnt	4
pad_d0	1
state	3
-- cell usage in the layout (no fill, tap or decap), types with 2 or more instances in the layout --
cell / synthesis / routed
clkdlybuf4s50_1: 0 / 11
ha_1: 3 / 3
xor2_1: 9 / 9
nand2b_1: 3 / 3
nand3_1: 3 / 3
xnor2_1: 5 / 5
o21ai_0: 4 / 4
nand3b_1: 2 / 2
inv_1: 5 / 5
clkinv_1: 0 / 2
or3_1: 3 / 3
nand4b_1: 2 / 2
buf_4: 0 / 2
mux2_2: 7 / 7
nor2_1: 21 / 21
nor4_4: 2 / 2
edfxtp_1: 32 / 32
clkbuf_8: 0 / 5
nand2_1: 10 / 10
-- critical path: stages (launching register included) --
cell and delay (ps):
edfxtp_1 530, or3_1 490, inv_1 100, clkdlybuf4s50_1 460
-- cell type report --
type                    instances  area share [%]
well taps                      70            4.44
clock inverters                 3            1.90
repair buffers                 13            6.35
multi-input cells              93            34.1
inverters                       5           0.952
clock buffers                   5            3.49
flip-flops and latches         32            48.8
-- layer usage --
metal,share of wire (%),track usage (%),wire [um]
met1,50,17.1,1260
met4,1.2,1.92,30
met5,0,0,0
met3,4.5,3.26,113
met2,44,14.1,1110
-- how the worst max path moves through the flow --
| stage | startpoint | endpoint | slack [ps] | cells past startpoint |
|---|---|---|---|---|
| CTS | state[2] | ready | 3420 | 3 |
| global route | state[2] | ready | 3330 | 3 |
| finish | state[2] | ready | 3430 | 3 |
Power figures rest on the tool's default switching activity, not on a simulated workload.
