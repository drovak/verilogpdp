## flow/run.sh

```bash
#!/bin/bash
# OpenROAD 26Q1-2900-gdf79404cd8, Yosys 0.63+post, stock flow scripts
make -C /OpenROAD-flow-scripts/flow DESIGN_CONFIG=/design/flow/config.mk WORK_HOME=/design/flow/orfs finish
```

## flow/config.mk

```make
export PLATFORM = sky130hd
export DESIGN_NAME = panel_driver
export DESIGN_NICKNAME = panel_driver
export VERILOG_FILES = /design/flow/design.v
export SDC_FILE = /design/flow/constraint.sdc
export NUM_CORES = 4
export LEC_CHECK = 1
export CORE_UTILIZATION = 40
```

## flow/constraint.sdc

```tcl
current_design panel_driver

set clk_period 8.3
set clk_io_pct 0.2

create_clock -name clk0 -period $clk_period [get_ports {clk}]

set non_clock_inputs [all_inputs -no_clocks]
set_input_delay [expr $clk_period * $clk_io_pct] -clock clk0 $non_clock_inputs
set_output_delay [expr $clk_period * $clk_io_pct] -clock clk0 [all_outputs]
```

## flow/design.v

```verilog
module debounce
    #(parameter CYCLES=5000000) (
    input clk,
    input rst,
    input in,
    output reg out
);
integer count;
always @(posedge clk) begin
    if (in) begin
        if (count < CYCLES)
            count <= count + 1;
        else
            count <= CYCLES;
    end else begin
        if (count > 0)
            count <= count - 1;
    end
    if (count == 0)
        out <= 1'b0;
    else if (count >= CYCLES)
        out <= 1'b1;
    if (rst) begin
        out <= 1'b0;
        count <= 0;
    end
end
endmodule
module panel_driver
(
    input clk,
    input rst,
    output [7:0] led_row,
    output [2:0] sw_row,
    inout [11:0] col,
    input ion,
    input pause,
    input run,
    input inst_and,
    input inst_tad,
    input inst_isz,
    input inst_dca,
    input inst_jms,
    input inst_jmp,
    input inst_iot,
    input inst_opr,
    input state_fetch,
    input state_defer,
    input state_execute,
    input state_word_count,
    input state_cur_addr,
    input state_break,
    input [2:0] dataf,
    input [2:0] instf,
    input [11:0] pc,
    input [11:0] ma,
    input [11:0] mb,
    input [12:0] lac,
    input [4:0] sc,
    input [11:0] mq,
    output [2:0] dfsr,
    output [2:0] ifsr,
    output [11:0] sr,
    output start,
    output load_addr,
    output dep,
    output exam,
    output cont,
    output stop,
    output sing_step,
    output sing_inst
);
reg col_t;
reg [11:0] col_in1;
reg [11:0] col_in2;
wire [11:0] col_out;
reg [7:0] led;
reg [2:0] sw;
reg [7:0]  sw_row3;
reg [5:0]  sw_row2; 
reg [11:0] sw_row1; 
wire [7:0]  sw_row3_db;
wire [5:0]  sw_row2_db; 
wire [11:0] sw_row1_db; 
assign {start, load_addr, dep, exam, cont, stop, sing_step, sing_inst} = sw_row3_db;
assign {dfsr, ifsr} = sw_row2_db;
assign sr = sw_row1_db;
wire [11:0] led_row_out [7:0];
assign led_row_out[7] = {dataf, instf, lac[12], 5'b0};
assign led_row_out[6] = {state_cur_addr, state_break, ion, pause, run, sc, 2'b0};
assign led_row_out[5] = {inst_and, inst_tad, inst_isz, inst_dca, inst_jms, inst_jmp, inst_iot, 
                     inst_opr, state_fetch, state_defer, state_execute, state_word_count};
assign led_row_out[4] = mq;
assign led_row_out[3] = lac[11:0];
assign led_row_out[2] = mb;
assign led_row_out[1] = ma;
assign led_row_out[0] = pc;
generate
    genvar i;
    for (i = 0; i < 12; i=i+1) begin : gen_col
        bufif0 iobuf_col (col[i], col_out[i], col_t);
    end
    for (i = 0; i < 8; i=i+1) begin : gen_led
        bufif0 iobuf_led (led_row[i], led[i], col_t);
    end
    for (i = 0; i < 3; i=i+1) begin : gen_sw
        bufif0 iobuf_sw (sw_row[i], sw[i], sw[i]);
    end
    for (i = 0; i < 12; i=i+1) begin : gen_sw_row1
        debounce db_sw_row1 (.clk(clk), .rst(rst), .in(sw_row1[i]), .out(sw_row1_db[i]));
    end
    for (i = 0; i < 6; i=i+1) begin : gen_sw_row2
        debounce db_sw_row2 (.clk(clk), .rst(rst), .in(sw_row2[i]), .out(sw_row2_db[i]));
    end
    for (i = 0; i < 8; i=i+1) begin : gen_sw_row3
        debounce db_sw_row3 (.clk(clk), .rst(rst), .in(sw_row3[i]), .out(sw_row3_db[i]));
    end
endgenerate
localparam [1:0] LED_OUT = 0;
localparam [1:0] LED_WAIT = 1;
localparam [1:0] COL_IN = 2;
localparam [1:0] COL_PAUSE = 3;
reg [1:0] state;
reg [4:0] count_50us;
reg [2:0] cur_row;
reg [12:0] cycle_counter;
wire step_50us = (cycle_counter >= MAX_COUNT - 1) ? 1'b1 : 1'b0;
localparam [12:0] MAX_COUNT = 5000;
assign col_out = ~led_row_out[cur_row];
always @(posedge clk) begin
    col_in1 <= col;
    col_in2 <= col_in1;
    if (cycle_counter < MAX_COUNT - 1) begin
        cycle_counter <= cycle_counter + 1;
    end else begin
        cycle_counter <= 0;
    end
    if (step_50us) begin
        count_50us <= count_50us + 1;
    end
    case (state)
        LED_OUT: begin
            col_t <= 1'b0;
            if (count_50us == 31) begin
                count_50us <= 0;
                state <= LED_WAIT;
            end
        end
        LED_WAIT: begin
            col_t <= 1'b1;
            if (count_50us == 1) begin
                count_50us <= 0;
                led <= {led[6:0], led[7]};
                if (cur_row < 7) begin
                    cur_row <= cur_row + 1;
                    state <= LED_OUT;
                end else begin
                    cur_row <= 0;
                    state <= COL_IN;
                end
            end
        end
        COL_IN: begin
            col_t <= 1'b1;
            case (count_50us)
                0: begin
                    sw <= 3'b110;
                    if (step_50us) sw_row1 <= ~col_in2;
                end
                1: begin
                    sw <= 3'b101;
                    if (step_50us) sw_row2 <= ~col_in2[11:6];
                end
                2: begin
                    sw <= 3'b011;
                    if (step_50us) sw_row3 <= ~col_in2[11:4];
                end
                3: begin
                    count_50us <= 0;
                    state <= COL_PAUSE;
                end
            endcase
        end
        COL_PAUSE: begin
            sw <= 3'b111;
            col_t <= 1'b1;
            if (count_50us == 1) begin
                count_50us <= 0;
                state <= LED_OUT;
            end
        end
    endcase
    if (rst) begin
        cycle_counter <= 0;
        count_50us <= 0;
        state <= LED_OUT;
        cur_row <= 0;
        led <= 8'b1;
    end 
end
endmodule
```

==> deck_impl_summary.md <==
Run Summary

Drt
  – WL final: 186000 um
  – Residual DRC count: 0
  – Wire per inst: 17.3 um
  – Post-DR vias/cell: 6.06
  – Initial DRT Pass Iterations: 6
  – DR vias: 65271
  – Iter 0 DRT Violations: 5471
  – Routed Antenna Nets: 0

Clock network
  – Post_cts resized: 0
  – CTS Root Cell: clkbuf_16
  – Reg clk slew, reported paths: 60 ps
  – Clk latency late pin: 750 ps
  – Setup bufs post-CTS: 0
  – CTS tree: done
  – Clock Path Buffers: 3
  – H-tree levels: 3
  – CTS buffer count: 113
  – Hold_buf cts: 0
  – CTS sink count: 941

Synth
  – Yosys cell types: 105
  – Synth Cell Area: 64800 sq um
  – Ys flops: 941
  – Avg Inst Size Synth: 7.32 sq um
  – Async set or reset register ratio after synthesis: 0%
  – Seq/Total Area, Yosys: 29.5%
  – Area contributors post-synth: dfxtp_1 28%, nor2_1 5.8%, a21oi_1 4.9%, nand2_1 4.5%, xnor2_1 4.2%
  – # Cells Yosys: 8850
  – Post-Synthesis Cells: 8850
  – Top_reg_cell synth: dfxtp_1
  – Yosys stat chip area: 64800 sq um
  – Yosys top cell area share: 28.3%
  – EDFF count, synth: 26
  – Synth area leader: dfxtp_1
  – Yosys warning tally: 2

Final layout
  – Most numerous logic cells after layout: 1007 x nor2_1, 915 x dfxtp_1, 778 x nand2_1
  – Cell area after layout: 70900 sq um
  – Register Area: 19100 sq um
  – Most frequent logic cell in the layout: nor2_1
  – Comb gate area: 42200 sq um
  – Area growth from synthesis to layout: 9.40%
  – Layout cells sized above 1: 5.45%
  – Fillers: 15734

Timing
  – Setup TNS Final: 0 ps
  – Slew HR: 29.3%
  – Min cycle time layout: 4890 ps
  – Final cycle utilization of the critical path: 58.9%
  – Hold WS: 327 ps
  – Hold Violations, Final: 0
  – Count of final setup violators: 0
  – FMAX: 205 MHz
  – Skew final: 35.1 ps
  – Measured slew at the worst slew-check pin: 1050 ps
  – Unrepaired setup endpoints after global routing: no
  – Final slew viol count: 0

Hold path
  – Min-delay src: col_in1[9]$_DFF_P_
  – Type of the most critical hold path: reg -> reg

Pwr
  – Overall Power: 27800 uW
  – Power share of the clock group: 19.0%
  – Lkg Pwr: 0.0243 uW
  – Pint: 14700 uW
  – Worst vdd ir: 0.228 mV
  – Gate power share: 50.7%
  – Pwr/cell area: 392 nW/um^2
  – Sw frac: 47.0%
  – Seq pwr share: 30.3%
  – Psw: 13100 uW

Placement
  – Gpl congestion: 0.949
  – Post-DP HPWL: 127000 um
  – IO Port Bufs: 124
  – Placed standard-cell area: 66900 sq um

Setup path
  – Worst Setup SP: cur_row[2]$_SDFFE_PP0P_
  – Critical path fanouts, max: 24
  – CP Launch Type: flop
  – R2r startpoint: gen_sw_row3[5].db_sw_row3.count[4]$_SDFFE_PP0P_
  – Critical path class: reg -> out
  – CP arrival: 3230 ps
  – Crit path DRT: 6640 ps
  – Worst setup EP type: output pin

Floorplanning
  – Chip Area: 164000 sq um
  – Chip width: 404 um
  – IO Count: 140
  – FP Util: 40.3%
  – Die height: 404 um
  – Rows: 147
  – Core ar.: 161000 sq um

Global route
  – First-pass GRT wire length: 307000 um
  – Grt ovf: 0
  – Pin count of the biggest net entering global routing: 109
  – Vias in the first global route: 58868
  – Number of antenna violations at the first check in global routing: 1
  – Total track usage: 22.5%

Job
  – OpenROAD warning count: 87
  – Max_cap viols: 0

Outcome
  – Status: completed
==> worst max-delay path, cell delays in order, from the launching register on <==
cell	delay, ps
dfxtp_1	310
buf_4	270
inv_1	210
ha_1	440
nor3_1	240
nand2_1	440
o21ai_0	600
==> path summary, 6_finish.rpt <==
path,slack [ps],end,cells past startpoint
worst max-delay path,3410,col[11],6
worst min-delay path,330,col_in2[9]$_DFF_P_,0
worst max register to register,4700,gen_sw_row3[5].db_sw_row3.count[24]$_SDFFE_PP0P_,7
worst min register to register,330,col_in2[9]$_DFF_P_,0
==> kinds of logic after synthesis <==
kind of cell / synth area share, %
multiplexers: 0.562
AND-OR/OR-AND: 21.1
buffers and inverters: 5.49
AND/OR/NAND/NOR: 33.8
other: 0.00579
adder cells (fa/ha/maj): 1.74
XOR/XNOR: 7.81
flip-flops: 29.5
==> synthesized netlist by cell type, types with 90 or more instances <==
master / instances
a211oi_1: 123
a21oi_1: 636
a31oi_1: 158
and3_1: 176
clkbuf_1: 631
dfxtp_1: 915
ha_1: 90
inv_1: 218
nand2_1: 778
nand3_1: 395
nand4_1: 275
nor2_1: 1007
nor3_1: 459
nor4_1: 313
o21ai_0: 296
or3_1: 159
or4_1: 125
xnor2_1: 310
xor2_1: 268
==> power groups by stage <==
stage | clock network, uW | logic [uW] | registers (uW)
finish | 5290 | 14100 | 8430
global route | 5620 | 15700 | 8750
CTS | 5460 | 14000 | 8360
==> registers in the layout, indices dropped and copies added (netlist names), 12 cells and up <==
signal                        flops
gen_sw_row1.db_sw_row1.count    384
gen_sw_row3.db_sw_row3.count    256
gen_sw_row2.db_sw_row2.count    192
cycle_counter                    13
col_in1                          12
col_in2                          12
gen_sw_row1.db_sw_row1.out       12
sw_row1                          12
==> routing by layer <==
metal	part of all wire (%)	GRT usage, %
met3	6.3	3.02
met2	44	34.5
met4	2.4	5.12
met1	47	34.2
met5	0	0
==> stage by stage <==
| stage | utilization [%] | instances | worst slack (ps) |
|---|---|---|---|
| finish | 44.1 | 10762 | 3410 |
| global route | 44.1 | 10761 | 3070 |
| CTS | 44.1 | 10761 | 3320 |
| detailed placement | 41.6 | 10550 | 3700 |
| global placement | 41.6 | 10550 | 3660 |
| floorplan | - | 8852 | 4270 |
==> cell type report <==
type / count / area share, %
Multi-Input combinational cell: 6991 / 59.5
Sequential cell: 941 / 26.9
Clock buffer: 159 / 4.65
Tap cell: 2160 / 3.81
Timing Repair Buffer: 229 / 2.92
Inverter: 229 / 1.22
Clock inverter: 52 / 0.967
Antenna cell: 1 / 0.00353
Power is estimated from default activity; no workload was simulated.
